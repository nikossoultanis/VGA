<file path="flow/config.mk">
export PLATFORM = sky130hd
export DESIGN_NAME = top
export DESIGN_NICKNAME = top
export VERILOG_FILES = /design/flow/design.v
export SDC_FILE = /design/flow/constraint.sdc
export NUM_CORES = 4
export LEC_CHECK = 1
export CORE_UTILIZATION = 50
</file>
<file path="flow/constraint.sdc">
current_design top

set clk_period 6.3
set clk_io_pct 0.2

create_clock -name clk0 -period $clk_period [get_ports {clock}]

set non_clock_inputs [all_inputs -no_clocks]
set_input_delay [expr $clk_period * $clk_io_pct] -clock clk0 $non_clock_inputs
set_output_delay [expr $clk_period * $clk_io_pct] -clock clk0 [all_outputs]
</file>
<file path="flow/design.v">
module kbd_protocol (reset, clock, ps2clk, ps2data, scancode, f0);
  input        reset, clock, ps2clk, ps2data;
  output [7:0] scancode;
  output       f0;
  reg    [7:0] scancode;
  reg    [7:0] ps2clksamples;  
  always @(posedge clock or posedge reset)
    if (reset) ps2clksamples <= 8'd0;
      else ps2clksamples <= {ps2clksamples[7:0], ps2clk};
  wire fall_edge;  
  assign fall_edge = (ps2clksamples[7:4] == 4'hF) & (ps2clksamples[3:0] == 4'h0);
  reg    [9:0] shift;    
  reg    [3:0] cnt;      
  reg          f0;       
  always @(posedge clock or posedge reset)
    if (reset) 
      begin
        cnt      <= 4'd0;
        scancode <= 8'd0;
        shift    <= 10'd0;
        f0       <= 1'b0;
      end  
     else if (fall_edge)
         begin
           if (cnt == 4'd10)  
             begin
               cnt <= 0;
               if ((shift[0] == 0) && (ps2data == 1) && (^shift[9:1]==1))  
                 begin
                   if (f0)  
                     begin
                       scancode <= shift[8:1];
                       f0 <= 0;
                     end
                    else if (shift[8:1] == 8'hF0) f0 <= 1'b1;
                 end  
             end
            else
             begin
               shift <= {ps2data, shift[9:1]};  
               cnt <= cnt+1;
             end
         end
endmodule
module VGA(clk25M, clk05H, en, reset, h_sync, v_sync, r, g, b, scancode, f0);
input clk25M, clk05H, en, reset, f0;
input [7:0]scancode;
output [2:0]r;
output [2:0]g;
output [2:0]b;
output h_sync, v_sync;
reg [9:0]x;
reg [8:0]y;
wire h_sync_end;
always@(posedge clk25M or posedge reset)
begin
	if(reset)
	begin
		x <= 10'b0;
		y <= 9'b0;
	end
	else if (en)
	begin
		if (x < 10'd799)
			x <= x + 1;
		else
			x <= 10'b0;
		if (h_sync_end)
		begin
			if (y < 9'd448)
				y <= y + 1;			
			else
				y <= 9'b0;
		end
	end
end
	reg [9:0]w;
	reg [8:0]h;
	reg f;
	reg i;
	reg [7:0] btn;
	always@(negedge f0 or posedge reset)
	if (reset)
	begin
		h <= 9'd20;
		w <= 10'd20;
		f <= 1'b0;
		i <= 1'b0;
	end
	else if (en)
	begin
		h <= (scancode == 'h75) ? ((h < 9'd190)  ? h + 'd5 : h) :
			  (scancode == 'h72) ? ((h > 9'd10)   ? h - 'd5 : h) : h ;
		w <= (scancode == 'h6b) ? ((w < 10'd300) ? w + 'd5 : w) :
			  (scancode == 'h74) ? ((w > 10'd10)  ? w - 'd5 : w) : w ;
		f <= (scancode == 'h2B) ? ~f : f; 
		i <= (scancode == 'h2D) ? ~i : i;
	end
	assign {r, g, b} = ((x < 10'd160) || (y < 9'd49))? 9'b000000000 :
                      ((x > 10'd475 - w && x < 10'd480 - w) && (y > 9'd244 - h && y < 9'd249 + h)) ? 9'b100110100 ^ ({9{f & clk05H}} | {9{i}}) :
                      ((x > 10'd475 + w && x < 10'd480 + w) && (y > 9'd244 - h && y < 9'd249 + h)) ? 9'b100110100 ^ ({9{f & clk05H}} | {9{i}}) :
					  ((x > 10'd475 - w && x < 10'd480 + w) && (y > 9'd244 - h && y < 9'd249 - h)) ? 9'b100110100 ^ ({9{f & clk05H}} | {9{i}}) :
					  ((x > 10'd475 - w && x < 10'd480 + w) && (y > 9'd244 + h && y < 9'd249 + h)) ? 9'b100110100 ^ ({9{f & clk05H}} | {9{i}}) : 9'b000000000 ^ {9{i}};
	assign h_sync_end = (x == 10'd799) ? 1'b1 : 1'b0;
	assign h_sync = ((x > 10'd15) && (x < 10'd112)) ? 1'b0 : 1'b1;
    assign v_sync = ((y > 9'd11)   && (y < 9'd14))  ? 1'b1 : 1'b0;						 
endmodule
module divider(clock, clk25M, reset, en);
	input clock, reset, en;
	output clk25M;
	reg [1:0]count;
	always@(posedge clock or posedge reset)
	begin
	if (reset) count <= 0;
	else if (en) count <= count + 1;
	end
	assign clk25M = count[1];
endmodule
module cnt25 (reset, clk, enable, clkdiv25);  
input reset, clk, enable;
output clkdiv25;
reg [5:0] cnt;
assign clkdiv25 = (cnt==5'd4);
always @(posedge reset or posedge clk)
  if (reset) cnt <= 0;
   else if (enable) 
          if (clkdiv25) cnt <= 0;
            else cnt <= cnt + 1;
endmodule
module cnt9b (reset, clk, enable, clkdiv512);
input reset, clk, enable;
output clkdiv512;
reg [9:0] cnt;
assign clkdiv512 = cnt[9];
always@(posedge clk)
  if (reset) cnt <= 0;
   else if (enable) cnt <= cnt + 1;
endmodule
module half_hertz(reset, clk, clk05H);
input clk, reset;
output clk05H;
wire clk05H;
wire first, second, third, fourth, fifth, sixth, seventh;
cnt25 i0 (reset, clk, 1'b1, first);
cnt25 i1 (reset, clk, first, second);
cnt25 i2 (reset, clk, first & second, third);
cnt25 i3 (reset, clk, first & second & third, fourth);
cnt25 i4 (reset, clk, first & second & third & fourth, fifth);
cnt25 i5 (reset, clk, first & second & third & fourth & fifth, sixth );
cnt25 i6 (reset, clk, first & second & third & fourth & fifth & sixth, seventh);
cnt9b i7 (reset, clk, first & second & third & fourth & fifth & sixth & seventh, clk05H);
endmodule
module top(reset, en, clock, ps2clk, ps2data, h_sync, v_sync, r, g, b);
	input reset, en, clock, ps2clk, ps2data;
	output h_sync, v_sync;
	output [2:0]r;
	output [2:0]g;
   output [2:0]b;
	wire f0;
	wire [7:0]scancode;
	wire clk25M;
	wire clk05H;
	divider div(clock, clk25M, reset, en);
	half_hertz hhz(reset, clock, clk05H);
	kbd_protocol keyboard(reset, clk25M, ps2clk, ps2data, scancode, f0);
	VGA vga(clk25M, clk05H, en, reset, h_sync, v_sync, r, g, b, scancode, f0);
endmodule
</file>
<file path="flow/run.sh">
#!/bin/bash
# OpenROAD 26Q1-2900-gdf79404cd8, Yosys 0.63+post, stock flow scripts
make -C /OpenROAD-flow-scripts/flow DESIGN_CONFIG=/design/flow/config.mk WORK_HOME=/design/flow/orfs finish
</file>
==> impl_metrics.tcl <==
# yosys + openroad results
set metrics [dict create \
    outcome "finished, final reports clean" \
    critPathCaptureType "flip-flop" \
    dieArea_mm2 0.01867 \
    finalInstanceArea_mm2 0.009513 \
    enable_flop_cells 0 \
    ys_cells 992 \
    ys_area_mm2 0.009066 \
    tool_warnings 50 \
    unclocked_pins 71 \
    drcViolationCount 0 \
    antenna_cells_inserted 0 \
    ctsHoldBuffers 0 \
    wl_um 17850 \
    postCtsResizedCells 0 \
    vias 6661 \
    rr_worst_depth 10 \
    fill_cells 1584 \
    rows 48 \
    post_synth_instance_area_mm2 0.009066 \
    via_per_inst 5.510 \
    firstDrtPassIters 4 \
    grt_pass1_vias 5977 \
    period_minus_slack_ps 3321 \
    tightest_slew_ps 768.3 \
    worstSetupStartpointType "flip-flop" \
    yosysWarnings 5 \
    maxCapViolations 0 \
    grt-ovfl-total 0 \
    common_cells "126 x ha_1, 94 x dfrtp_1, 87 x nand2_1" \
    untimed_endpoints 73 \
    use_met1_pct 34.77 \
    clkTransAtPathRegs_ps 70 \
    setup_viol 0 \
    cts_buffers 5 \
    worstPathRequired_ps 6460 \
    post_cts_buffers 0 \
    fp-utilization_pct 51.88 \
    synthTopCellsByArea "dfrtp_1 26%, ha_1 17%, xnor2_1 6.9%" \
    die_h_um 136.7 \
    cts_tree "built" \
    yosysTopAreaCell "dfrtp_1" \
    worstSetupPathType "flip-flop to flip-flop" \
    antenna_found_initial 0 \
    clock_skew_ps 5.502 \
    p_leak_uw 0.004323 \
    synth_cell_types 63 \
    drive_gt1_share_pct 4.776 \
    yosysMostFrequentCell "ha_1" \
    ys_seq_share_pct 34.00 \
    hold_class "flip-flop to flip-flop" \
    async_reset_ff_share_pct 92.00 \
    clk-insertion-delay-late_ps 290 \
    hold_depth 1 \
    core_area_mm2 0.01748 \
    grt_pass1_wl_um 29780 \
    synth_cells 992 \
    regArea_mm2 0.003083 \
    track_usage_pct 20.62 \
    grtUsageMet3_pct 1.663 \
    post_dp_cell_area_mm2 0.009365 \
    placed_cells 1201 \
    drtIter0Drc 349 \
    h-tree-depth 2 \
    crit_arrival_ps 3480 \
    num_io_pins 16 \
    peakVddDrop_mv 0.1283 \
    clock.fmax_mhz 301.1 \
    finalHoldViolCount 0 \
    finalMaxSlewViolations 0 \
    rsz0062_at_grt "no" \
    slew-limit-headroom_pct 48.78 \
    fin_crit_sh_pct 52.71 \
    synth-seq-cells 125 \
    syn_area_per_cell_um2 9.139 \
    root_buffer "clkbuf_16" \
    dp_hpwl_um 13570 \
    top_area_share_pct 25.95 \
    grt_max_degree 63 \
    instances_no_fill 1209 \
    place_congestion 0.8624 \
    syn2layout_area_growth_pct 4.927 \
    grt.met2_usage_pct 30.94 \
    synthFlopType "dfrtp_1" \
    mi_logic_area_mm2 0.005634 \
    power.density_mw_per_mm2 105.4 \
    finalSetupTns_ps 0 \
    grt_busiest_layer "met1" \
    portBuffers 15 \
    clk_path_buf_depth 2 \
    routedWlPerCell_um 14.77 \
    worst-path-max-fanout 11 \
    drt.antenna.violating_nets 0 \
    fp.dieW_um 136.7 \
]
[kinds of logic (layout without fill, tap and decap cells)]
group	count (synthesis)	count (layout)	share of synthesized area, %
AND/OR/NAND/NOR	340	340	19.06
AND-OR/OR-AND	186	186	12.32
adder cells (fa/ha/maj)	128	128	17.83
flip-flops	125	125	34.01
XOR/XNOR	106	106	10.24
buffers and inverters	85	77	3.850
multiplexers	22	22	2.691
[final timing paths]
kind                                from             to  slack, ps
max in group asynchronous          reset   div.count[0]       3340
setup reg to reg           hhz.i1.cnt[0]  hhz.i7.cnt[7]       2980
hold / removal              div.count[0]   div.count[0]        470
setup / recovery           hhz.i1.cnt[0]  hhz.i7.cnt[7]       2980
hold reg to reg             div.count[0]   div.count[0]        470
min in group asynchronous          reset  hhz.i3.cnt[5]       1750
[worst max-delay path, stage by stage, from the launching register on]
cell     delay (ps)
dfrtp_1         400
inv_1           100
ha_1            140
or4bb_1         560
nor4_4          420
nand4_2         280
nor3_2          660
and4_1          320
and2_1          150
xnor2_1         110
nor2_1           50
[layer usage]
metal	routed length (um)	part of all wire, %
met1	9589	54
met2	7739	43
met3	391	2.2
met4	131	0.73
met5	0	0
[flip-flops by register name (all words and copies together), names as in the netlist, 8 cells and up]
register	cells
keyboard.scancode	8
keyboard.ps2clksamples	8
vga.h	9
hhz.i7.cnt	10
vga.x	10
vga.y	9
vga.w	10
keyboard.shift	10
[layout by cell type, fill, tap and decap left out, types with 3 or more instances in the layout]
master and n:
ha_1 126, dfrtp_1 94, nand2_1 87, nor2_1 82, o21ai_0 77, xnor2_1 71, inv_1 50, a21oi_1 42
nand3_1 40, xor2_1 35, nand4_1 27, nor3_1 24, mux2_2 19, dfrtn_1 17, clkdlybuf4s50_1 15, and3_1 13
nor2b_1 11, a21o_1 11, dfxtp_1 10, or3_1 9, nand2b_1 9, o21a_1 8, a211oi_1 8, o41ai_1 7
nor4_1 7, o31ai_1 7, a31oi_1 6, o211ai_1 5, clkbuf_16 5, o21bai_1 4, dfstp_2 4, or2_2 3
nand3b_1 3, or4_1 3, mux2i_1 3, buf_4 3
[power breakdown]
part	internal, uW	switching (uW)	total [uW]
logic	61.7	104	166
clock network	158	116	274
registers	527	36.4	563
total	746	257	1000
[through the flow]
step | power, uW | worst slack, ps | util (%) | hold WS [ps]
3_5_place_dp | 740.3 | 2911 | 53.59 | 456.1
2_1_floorplan | 676.5 | 1797 | - | 435.1
3_3_place_gp | 739.7 | 2901 | 53.59 | 455.0
4_1_cts | 1016 | 2946 | 54.43 | 472.1
6_report | 1003 | 2979 | 54.43 | 468.3
5_1_grt | 1055 | 2646 | 54.43 | 479.3
[final cells by class]
cell class / instances / share of cell area [%]
Multi-Input combinational cell: 782 / 59.23
Sequential cell: 125 / 32.41
Tap cell: 225 / 2.959
Inverter: 51 / 2.039
Timing Repair Buffer: 18 / 1.815
Clock buffer: 7 / 1.499
Clock inverter: 1 / 0.05261
Power is estimated from default activity; no workload was simulated.
